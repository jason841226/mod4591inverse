`flow/design.v`:
```
`timescale 1ns / 1ps
module mod4591(
	Clk,
	Reset,
	In,
	Out
    );
parameter RED_COEF = 14617;
parameter NTRU_Q = 4591;
parameter P_WIDTH = 16;
input					Clk;
input					Reset;
input		[P_WIDTH*2-1 : 0]	In;
output reg	[P_WIDTH-1 : 0]		Out;
reg		[P_WIDTH*2-1 : 0]	In_reg;
reg 		[31 : 0]	d;
wire 		[31 : 0]	e;
reg 		[31 : 0]	f;
wire 		[31 : 0]	g;
always@(posedge Clk)
begin
	if(Reset)
		In_reg <= {P_WIDTH*2{1'b0}};
	else
		In_reg <= In;
end
always@(posedge Clk)
begin
	if(Reset)
		d <= 32'b0;
	else
		d <= (In>>12)*RED_COEF;
end
assign e = (d>>14)*NTRU_Q;
always@(posedge Clk)
begin
	if(Reset)
		f <= 32'b0;
	else
		f <= In_reg-e;
end
assign g = f[15:0];
always@(posedge Clk)
begin
	if(Reset)
		Out <= 16'b0;
	else if(g>=2*NTRU_Q)
		Out <= g-2*NTRU_Q;
	else if(g>=NTRU_Q)
		Out <= g-NTRU_Q;
	else
		Out <= g;
end
endmodule
```
`flow/run.sh`:
```
#!/bin/bash
# OpenROAD 26Q1-2900-gdf79404cd8, Yosys 0.63+post, stock flow scripts
make -C /OpenROAD-flow-scripts/flow DESIGN_CONFIG=/design/flow/config.mk WORK_HOME=/design/flow/orfs finish
```
`flow/config.mk`:
```
export PLATFORM = sky130hd
export DESIGN_NAME = mod4591
export DESIGN_NICKNAME = mod4591
export VERILOG_FILES = /design/flow/design.v
export SDC_FILE = /design/flow/constraint.sdc
export NUM_CORES = 4
export LEC_CHECK = 1
export CORE_UTILIZATION = 40
```
`flow/constraint.sdc`:
```
current_design mod4591

set clk_period 8.4
set clk_io_pct 0.2

create_clock -name clk0 -period $clk_period [get_ports {Clk}]

set non_clock_inputs [all_inputs -no_clocks]
set_input_delay [expr $clk_period * $clk_io_pct] -clock clk0 $non_clock_inputs
set_output_delay [expr $clk_period * $clk_io_pct] -clock clk0 [all_outputs]
```
==> reports/qor.csv <==
metric;value;unit
hold_slack;538.6;ps
netlist_area;0.009575;mm^2
max-slew-margin-rel;56.60;%
dp.cells;1345;
syn2layout_area_growth;12.07;%
dr.pass1.iters;4;
reg2reg_from;d[21];
fin_crit;7274;ps
die_height;156.7;um
drive_gt1_share;3.839;%
dieArea;0.02456;mm^2
dp_hpwl;14.76;mm
r2r_slack;2690;ps
clk_path_buf_depth;2;
synth_cells;985;
cp.arrival;7550;ps
logic_area;0.007219;mm^2
drv_cap;0;
cp-start-kind;input pin;
ys_warn_count;1;
drt_iter0_markers;143;
core;0.02347;mm^2
grt_pass1_vias;6490;
cts_tree;done;
clk_pin_slew;60;ps
initCoreUtil;40.79;%
tightest_slew;649.0;ps
grt_util_all_layers;16.13;%
rows;56;
slew_violations;0;
overflow;0;
wl_per_cell;12.50;um
htreeDepth;3;
cts_setup_buffers;0;
antenna_found_initial;0;
worst_hold_path_type;reg2reg;
io_buffers;49;
rsz0062_at_grt;false;
ys.flops;64;
cts.sinks;64;
viasPerCell;4.553;
drcViolationCount;0;
vias;6196;
antennaDiodeCount;0;
edf_count;0;
flop_cell;dfxtp_1;
min_to;Out[8];
synth_seq_share;13.38;%
clk_latency;330;ps
max_freq;0.1375;GHz
endpoint_kind;register;
grt_max_degree;55;
ctsHoldBuffers;0;
timing.rr.end;f[15];
ys_cells;985;
path_class;in2reg;
ant_nets;0;
seqCellArea;0.001281;mm^2
root_buffer;clkbuf_16;
critPathMaxFanout;5;
min_path_cells;2;
io_pins;50;
gp_congestion;0.8735;
final_cells;1361;
final_cell_area;0.01073;mm^2
setup_viol;0;
log.warning_count;47;
cts.repair.resized;0;
fin_tns_setup;0;ps
ys_area;0.009575;mm^2
wl;17.01;mm
finalClockSkew;7.086;ps
async_flop_share;0;%
period_used_share;86.60;%
r2r_cells;17;
numCtsBuffers;9;
cp.required;8670;ps
min-delay-start;f[8];
nFillCells;2220;
grt_pass1_wl;29.91;mm
finalHoldViolations;0;
syn_area_per_cell;9.721;um^2
die_w;156.7;um
yosys.cell_types.count;60;
utilization;45.72;%
status;finished clean;
dpl-instance-area;0.01040;mm^2
==> per-layer routing <==
metal,global-route usage [%],share of wire (%),wire length [um],vias to the layer above
met1,21.92,45,7586,2869
met3,3.582,4.3,725,15
met5,0,0,0,-
met2,27.58,50,8433,109
met4,2.288,1.6,267,0
li1,-,-,-,3203
==> cells in the final DEF, fill, tap and decap left out, drive strengths merged, types with 4 or more instances in the layout <==
cell type	netlist	layout
nor2b	17	17
clkdlybuf4s50	0	48
o21ai	18	18
a2111oi	4	4
xnor2	38	38
nand4	6	6
nor2	60	60
dfxtp	64	64
nand3	11	11
or3	5	5
fa	140	140
buf	6	4
o21a	7	7
nor3	23	23
xor2	20	20
nand2	20	20
a31oi	7	7
a21o	9	9
clkbuf	5	9
inv	265	267
o21bai	4	4
ha	189	189
a211oi	6	6
a21oi	27	27
==> how the worst max path moves through the flow <==
stage          start  endpoint  slack (ps)  cells after the start
CTS           In[14]     d[28]        1120                     22
global route  In[14]     d[28]         820                     22
finish        In[14]     d[28]        1130                     22
==> worst max-delay path: stages <==
cell,delay [ps]
clkdlybuf4s50_1,620
inv_1,170
fa_1,530
inv_1,50
fa_1,450
ha_1,290
inv_1,50
fa_1,520
inv_1,50
fa_1,520
inv_1,50
fa_1,490
inv_1,40
ha_1,340
a21o_1,190
a21oi_1,190
o22a_1,240
a21oi_2,100
o2111ai_2,270
o21ai_1,140
or4b_1,470
nand3_1,90
==> cells in the mapped netlist, types with 2 or more instances <==
| cell type | number | area (um^2) |
|---|---|---|
| a21o_1 | 9 | 67.56 |
| o2111ai_1 | 2 | 17.52 |
| ha_1 | 189 | 2365 |
| or3_1 | 4 | 25.02 |
| o21ai_0 | 8 | 40.04 |
| nand3_1 | 11 | 55.05 |
| a21oi_1 | 25 | 125.1 |
| xor2_1 | 20 | 175.2 |
| o211ai_1 | 2 | 15.01 |
| buf_6 | 5 | 56.30 |
| nor2_1 | 58 | 217.7 |
| nor3_1 | 22 | 110.1 |
| and3_1 | 3 | 18.77 |
| o21bai_1 | 4 | 30.03 |
| a211oi_1 | 5 | 37.54 |
| a21oi_2 | 2 | 17.52 |
| nand4_1 | 6 | 37.54 |
| o22ai_1 | 2 | 12.51 |
| nor2b_1 | 17 | 106.4 |
| a31oi_1 | 6 | 37.54 |
| dfxtp_1 | 64 | 1281 |
| o21a_1 | 7 | 52.55 |
| o41ai_2 | 2 | 32.53 |
| nor4b_1 | 2 | 17.52 |
| clkbuf_1 | 5 | 18.77 |
| inv_1 | 263 | 987.2 |
| inv_2 | 2 | 7.510 |
| a2111oi_4 | 2 | 55.05 |
| nor3b_1 | 2 | 15.01 |
| fa_1 | 140 | 2803 |
| o21ai_1 | 10 | 50.05 |
| nand2_1 | 20 | 75.07 |
| xnor2_1 | 38 | 332.8 |
| nor4_1 | 2 | 12.51 |
==> layout make-up <==
class,count,area share [%]
clock buffers,9,2.099
clock inverters,7,0.9677
multi-input cells,645,67.27
flip-flops and latches,64,11.94
repair buffers,52,4.734
inverters,265,9.269
well taps,319,3.719
==> per-stage QoR <==
step                      worst slack, ps
after CTS                            1122
after detailed placement            780.3
after global placement              857.7
after global routing                817.6
after floorplan                      1744
final                                1126
==> cells by family after synthesis <==
family | after synthesis | synth area share (%)
compound gates | 100 | 7.670
xor+xnor | 58 | 5.305
mux | 4 | 0.4965
buf+inv | 276 | 11.22
flops | 64 | 13.38
fa+ha+maj | 329 | 53.97
simple gates | 154 | 7.958
